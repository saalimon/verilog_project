[flow/design.v]
`timescale 1ns / 1ps
module ALU(
  input [5:0]   shamt,
	input [31:0]	a,
	input [31:0]	b,
	input [3:0] alu_con,
	output reg [31:0]		s,
	output 		zero
	);
	always @(*) begin
    		case(alu_con)
        			4'b0010:
        				    s = a + b;
        			4'b0110:
        				    s = a - b;
        			4'b0000:
        				    s = a && b;
        			4'b0001:
        				    s = a || b;
        			4'b0111:
        				    s = a < b;
        			4'b1111:
        			      s = b << (shamt);
              default:
                    s = 32'd0;
    	   endcase
	end
    assign zero = (s == 0) ? 1:0;
endmodule
[flow/run.sh]
#!/bin/bash
# OpenROAD 26Q1-2900-gdf79404cd8, Yosys 0.63+post, stock flow scripts
make -C /OpenROAD-flow-scripts/flow DESIGN_CONFIG=/design/flow/config.mk WORK_HOME=/design/flow/orfs finish
[flow/config.mk]
export PLATFORM = sky130hd
export DESIGN_NAME = ALU
export DESIGN_NICKNAME = ALU
export VERILOG_FILES = /design/flow/design.v
export SDC_FILE = /design/flow/constraint.sdc
export NUM_CORES = 4
export LEC_CHECK = 1
export CORE_UTILIZATION = 50
[flow/constraint.sdc]
current_design ALU

set clk_period 15.0
set clk_io_pct 0.2

create_clock -name clk0 -period $clk_period

set non_clock_inputs [all_inputs -no_clocks]
set_input_delay [expr $clk_period * $clk_io_pct] -clock clk0 $non_clock_inputs
set_output_delay [expr $clk_period * $clk_io_pct] -clock clk0 [all_outputs]
==> flow_metrics.py <==
# Physical implementation metrics
metrics = {
    "final_timing": {
        "fmax_mhz": 88.7,
        "hold_viol": 0,
        "min_period_ns": 11.28,
        "timing_worst_slew_pin_value_ns": 0.713,
        "totalNegativeSetupSlack_ns": 0,
        "finalClockPeriodUsage_pct": 75.2,
        "drv_slew": 0,
        "slew-limit-headroom_pct": 52.0,
        "unrepaired_setup_endpoints_after_global_routing": "false",
        "setup_viol_count_final": 0,
    },
    "synthesis": {
        "most_used_standard_cell_by_instance_count_after_synthesis": "a21oi_1",
        "ys_top_logic_family": "AND-OR/OR-AND gates",
        "average_cell_area_after_synthesis_um2": 7.09,
        "post_synth_and_or_nand_nor_area_fraction_pct": 25.5,
        "synth_adder_area_share_pct": 13.0,
        "post_synth_most_frequent_cells": "a21oi_1 (81), nor2_1 (80), nand2_1 (76)",
        "yosysCellCount": 909,
        "synth.yosys.warnings": 1,
        "synth-area-yosys_mm2": 0.00644,
        "ys_top_cells_by_area": "ha_1 (12%), mux4_2 (11%), a21oi_1 (6.3%)",
        "synth_sequential_area_ratio_pct": 0,
        "synthAoiAreaFrac_pct": 33.6,
        "xor_xnor_share_of_the_synthesized_area_pct": 2.58,
        "mappedNetlistArea_mm2": 0.00644,
        "yosysTopAreaCell": "ha_1",
        "synthCells": 909,
        "yosys.cell_types.count": 89,
        "yosys-mux-area-fraction_pct": 17.3,
        "synth_largest_type_area_fraction_pct": 12.2,
    },
    "power_and_ir_drop": {
        "max-vdd-ir-drop_uv": 18.9,
        "power.leakage_nw": 2.92,
        "cellPowerDensity_mw_per_mm2": 38.8,
    },
    "global_route": {
        "grt_max_degree": 51,
        "met1_usage_pct": 54.6,
        "gr-usage-met2_pct": 62.9,
        "groute.layer.met3.usage_pct": 8.36,
        "antenna_found_initial": 0,
        "first_global_vias": 7171,
        "overall_global_routing_usage_pct": 40.7,
        "grt-busiest-layer": "met2",
        "grt_overflow": 0,
        "global_route_wire_length_before_repair_um": 40300,
    },
    "final_layout": {
        "combinational_area_mm2": 0.00593,
        "clockBufferCount": 0,
        "post-route-util_pct": 59.9,
        "areaGrowthSynthToFinish_pct": 16.8,
        "nFlopsAndLatches": 0,
        "drive_above_1_share_pct": 9.07,
        "filler_cell_count": 1127,
        "seq_area_um2": 0,
    },
    "worst_setup_path": {
        "setup.worst_path.start_class": "input port",
        "worstSetupPathType": "in -> out",
        "worst_ep_required_time_ns": 12.00,
        "crit_path_max_fanout": 12,
        "setup.worst_path.end_class": "primary output",
        "cp.arrival_ns": 8.28,
    },
    "place": {
        "dp_hpwl_um": 21600,
        "io_buffers": 107,
        "gpl.final_weighted_congestion": 1.18,
    },
    "worst_hold_path": {
        "hold_wc_path_type": "in -> out",
        "hold-path-cell-count": 4,
    },
    "routing": {
        "via_count": 7920,
        "drt_first_iter_violations": 845,
        "drt_drc_violations_left": 0,
        "ant_nets": 0,
        "routed_wire_length_um": 26500,
        "wire_per_inst_um": 23.2,
        "drtPass1Iterations": 6,
        "viasPerCell": 6.93,
    },
    "cts": {
        "cts.repair.resized": 0,
        "postCtsHoldBufs": 0,
        "postCtsSetupBuffers": 0,
    },
    "run_status": {
        "outcome": "complete, no violations",
    },
    "floorplan": {
        "die_height_um": 116,
        "dieArea_mm2": 0.0133,
        "core_util_floorplan_pct": 51.3,
        "core_region_area_mm2": 0.0126,
        "die-width_um": 116,
        "floorplan.rows": 41,
        "ioPinCount": 107,
    },
    "run": {
        "warnings": 64,
        "max_cap_violations": 0,
    },
}
[where the power goes]
part | switching (mW) | total, mW | internal (mW)
Combinational | 0.171 | 0.292 | 0.121
Sequential | 0 | 0 | 0
Clock | 0 | 0.000000000733 | 0.000000000724
Total | 0.171 | 0.292 | 0.121
[final cells by class]
class / instances / area share, %
Antenna cell: 1 / 0.0332
Multi-Input combinational cell: 788 / 78.8
Inverter: 64 / 3.19
Tap cell: 172 / 2.86
Timing Repair Buffer: 118 / 15.1
[stage by stage]
| stage | cell area (um2) | hold slack [ns] | power [mW] | setup WS [ns] | cells |
|---|---|---|---|---|---|
| finish | 7530 | 7.21 | 0.292 | 3.72 | 1143 |
| global route | 7520 | 7.32 | 0.313 | 3.39 | 1142 |
| CTS | 7520 | 7.20 | 0.285 | 3.76 | 1142 |
| detailed placement | 7520 | 7.18 | 0.283 | 3.77 | 1142 |
| global placement | 7520 | 7.20 | 0.281 | 3.80 | 1142 |
| floorplan | 6440 | 6.15 | 0.185 | 5.65 | 909 |
[metal layers]
| metal | part of all wire (%) | routed length, um | up-vias |
|---|---|---|---|
| met5 | 0 | 0 | - |
| met4 | 6.1 | 1610 | 0 |
| met3 | 11 | 2840 | 90 |
| met2 | 44 | 11600 | 529 |
| met1 | 39 | 10400 | 3695 |
| li1 | - | - | 3606 |
[final timing paths]
path                     start   end
worst max-delay path     b[11]  zero
worst min-delay path  shamt[2]  s[2]
[cells by family after synthesis]
group           count (synthesis)
fa+ha+maj                      66
mux                            68
compound gates                312
buf+inv                       121
simple gates                  323
xor+xnor                       19
[worst max-delay path: stages]
cell             delay (ns)
clkdlybuf4s50_1        0.66
inv_1                  0.11
ha_1                   0.46
nor4_2                 0.49
nand2_1                0.12
a211oi_1               0.51
o21bai_1               0.20
a2111oi_1              0.56
o41a_1                 0.24
nand3_2                0.09
a311o_1                0.32
or4_1                  0.39
or4_1                  0.51
nor3_2                 0.12
clkdlybuf4s50_1        0.49
[cell usage in the layout, fill, tap and decap left out, types with 19 or more instances in the layout]
cell             count
nor2b_1             21
mux4_2              31
a21oi_1             81
nand2_1             76
inv_1               62
nor3_1              19
ha_1                63
o21ai_0             55
nor2_1              80
clkdlybuf4s50_1    104
mux2i_1             26
nor4_1              29
a211oi_1            29
nand3_1             20
No activity file was given, so power comes from the tool's default toggle rates.
