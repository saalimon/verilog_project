File: ./config.mk
export PLATFORM = sky130hd
export DESIGN_NAME = register
export DESIGN_NICKNAME = register
export VERILOG_FILES = /design/flow/design.v
export SDC_FILE = /design/flow/constraint.sdc
export NUM_CORES = 4
export LEC_CHECK = 1
export CORE_UTILIZATION = 50
File: ./constraint.sdc
current_design register

set clk_period 11.5
set clk_io_pct 0.2

create_clock -name clk0 -period $clk_period [get_ports {clk}]

set non_clock_inputs [all_inputs -no_clocks]
set_input_delay [expr $clk_period * $clk_io_pct] -clock clk0 $non_clock_inputs
set_output_delay [expr $clk_period * $clk_io_pct] -clock clk0 [all_outputs]
File: ./design.v
`timescale 1ns / 1ps
module register(
    input clk,
    input rst,
    input reg_write,
    input [4:0]read_register_1,
    input [4:0]read_register_2,
    input [4:0]write_register,
    input [31:0]write_data,
    output [31:0]read_data_1,
    output [31:0]read_data_2
    );
    reg [31:0] Regfile [0:31];
    integer i = 0;
    assign read_data_1 = Regfile[read_register_1];
    assign read_data_2 = Regfile[read_register_2];
    always @(posedge clk)  
    begin
        if (rst)
        begin
            for (i=0; i<32; i=i+1)
            begin
                Regfile[i] = 32'd0;
            end
        end
        else if (reg_write == 1'b1) begin
            Regfile[write_register] <= write_data;
        end
    end
endmodule
File: ./run.sh
#!/bin/bash
# OpenROAD 26Q1-2900-gdf79404cd8, Yosys 0.63+post, stock flow scripts
make -C /OpenROAD-flow-scripts/flow DESIGN_CONFIG=/design/flow/config.mk WORK_HOME=/design/flow/orfs finish
==> notes.md <==
impl run done, here's what came out: distinct cell type count of the synthesized netlist 31, pin count of the biggest net entering global routing 92, clock tree from TritonCTS done, Slew HR 32.0%, Required @ worst endpoint 9.20 ns, mean number of vias per cell 6.17, Switch Pwr 2.30 mW, antenna violations before repair 5, final cell count without fillers 6169, max reg flops 1024, post-synthesis area per instance 12.2 um2, Die Size 0.114 mm2, final-layout setup total negative slack 0 ns, total standard cell area after synthesis 0.0565 mm2, Synth-to-Final Area Change 9.71%, RSZ-0062 raised after global routing no, hpwl dp 109000 um, vertical die dimension 338 um, Sw Ratio 25.7%, number of instances in the synthesized netlist 4640, pin slew with the least headroom to its limit 1.02 ns, library cell with the largest summed area after synthesis sky130_fd_sc_hd__edfxtp_1, largest fanout on the critical path 35, total track usage 37.2%, Sequential Power Share 49.3%, share of total power in the clock network 38.6%, leakage 24.1 nW, Log Warnings 26, number of placement rows 122, number of nets still failing antenna checks after routing 0, Final Hold Fails 0, registers with the highest flip-flop counts Regfile (1024), synthesis area per yosys 0.0565 mm2, count of endpoints failing setup in the final report 0, type of element launching the critical path primary input, number of cells in Yosys stat 4640, count of max-cap constraint violations 0, Seq/Total Area, Yosys 54.5%, drt initial violations 2440, number of warnings printed during yosys synthesis 1, combinational cell area excluding buffers and inverters 0.0235 mm2, number of detailed-routing iterations run before antenna repair 5, post-CTS repair timing setup buffer count 0, register with the most flip-flops Regfile, io pins 114, final count of pins violating max slew 0, vias in the first global route 38601, maximum clock insertion buffer count 3, routed wire length 194000 um, core utilization at floorplan 50.7%, kind of end point of the critical path primary output, Main area contributors sky130_fd_sc_hd__edfxtp_1, sky130_fd_sc_hd__mux2i_1, sky130_fd_sc_hd__and2_1, peak supply drop 0.109 mV, status complete, no violations, CTS H-Tree Depth 3, flip-flop and latch area 0.0307 mm2, Core Area 0.111 mm2, tally of buffers added on design ports 113, top library cells by usage in the layout, fill and taps aside sky130_fd_sc_hd__edfxtp_1, sky130_fd_sc_hd__mux2i_1, sky130_fd_sc_hd__and2_1, total clock buffers created by CTS 117, CTS clk-pin slew, worst paths 0.06 ns, internal power 6.64 mW, Comb power frac 12.1%, sink count of the clock tree 1024, cell area power density 144 mW/mm2, Root Driver sky130_fd_sc_hd__clkbuf_16, Cells after DPL 5955, first-pass GRT wire length 273000 um, proportion of layout cells with a drive suffix above 1 8.37%, period utilization 71.6%, number of filler cells placed in the layout 8899, Die Span X 338 um, Seq cells post-synth 1024, detailed-route via count 38056, Period minus WS final 8.23 ns, type of the worst setup path in2out, post-route DRC violation count 0, Remaining Overflow, GRT 0, post-synth top area share 54.5%, routability congestion estimate from global placement 0.909, worst endpoint data arrival time 5.93 ns, Worst Hold Class in2reg, upper clock frequency limit 122 MHz, post-cts sizing count 0, per-cell routed wire length 31.5 um, # hold bufs at CTS 0
[Yosys cell counts (all sizes together)]
library cell,count
and2,1026
nand2,196
or3b,2
nand3,194
or2,34
nand3b,4
edfxtp,1024
a21oi,192
clkbuf,256
a22o,128
a22oi,192
nor2,36
nor2b,4
nand2b,5
and2b,1
mux2i,1024
or3,2
nor3,64
a31oi,64
buf,192
[stage by stage]
step / power, mW / cell area [um2] / hold slack [ns] / worst slack (ns) / util (%)
floorplan: 5.09 / 56500 / 2.50 / 5.85 / -
global placement: 5.54 / 58500 / 3.11 / 3.32 / 52.5
detailed placement: 5.55 / 58500 / 3.11 / 3.33 / 52.5
CTS: 8.96 / 61900 / 2.36 / 3.33 / 55.7
global route: 9.19 / 61900 / 2.41 / 3.19 / 55.7
finish: 8.94 / 61900 / 2.40 / 3.27 / 55.7
[worst max-delay path, stage by stage]
cell	delay (ns)
sky130_fd_sc_hd__clkdlybuf4s50_1	0.55
sky130_fd_sc_hd__nor2_4	0.53
sky130_fd_sc_hd__buf_4	0.59
sky130_fd_sc_hd__buf_4	0.59
sky130_fd_sc_hd__a22o_1	0.26
sky130_fd_sc_hd__nor3_1	0.07
sky130_fd_sc_hd__a31oi_1	0.24
sky130_fd_sc_hd__nand3_1	0.22
sky130_fd_sc_hd__clkdlybuf4s50_1	0.47
[power groups by stage]
stage	sequential (mW)	combinational, mW	clock [mW]
finish	4.40	1.09	3.45
global route	4.43	1.14	3.62
CTS	4.40	1.07	3.48
[routing by layer]
| layer | up-vias | track usage, % | wire length, um |
|---|---|---|---|
| met3 | 494 | 20.6 | 26400 |
| met1 | 18586 | 48.0 | 69300 |
| li1 | 16891 | - | - |
| met2 | 2078 | 54.7 | 89200 |
| met4 | 7 | 13.7 | 9080 |
| met5 | - | 1.62 | 250 |
[cells by family (layout without fill, tap and decap cells)]
kind of cell    Yosys count  count (layout)  share of synthesized area, %
compound gates          576             576                          6.95
buf+inv                 448             481                          4.34
flops                  1024            1024                          54.5
mux                    1024            1024                          18.2
other cells               0               8                             0
simple gates           1568            1568                          16.1
[worst paths after layout]
path                               start               to  slack, ns  cells after the start
worst max-delay path  read_register_1[0]  read_data_1[13]       3.27                      9
worst min-delay path       write_data[9]   Regfile[15][9]       2.40                      2
[cell type report]
type                            count  area share (%)
Sequential cell                  1024            49.6
Multi-Input combinational cell   3168            37.9
Clock buffer                      150            4.99
Timing Repair Buffer              275            3.87
Tap cell                         1488            3.01
Clock inverter                     56           0.580
Antenna cell                        8          0.0323
Power is estimated from default activity; no workload was simulated.
