## design/flow/run.sh

```bash
#!/bin/bash
# OpenROAD 26Q1-2900-gdf79404cd8, Yosys 0.63+post, stock flow scripts
make -C /OpenROAD-flow-scripts/flow DESIGN_CONFIG=/design/flow/config.mk WORK_HOME=/design/flow/orfs finish
```

## design/flow/constraint.sdc

```tcl
current_design memory_mapped_output

set clk_period 7.9
set clk_io_pct 0.2

create_clock -name clk0 -period $clk_period [get_ports {clk}]

set non_clock_inputs [all_inputs -no_clocks]
set_input_delay [expr $clk_period * $clk_io_pct] -clock clk0 $non_clock_inputs
set_output_delay [expr $clk_period * $clk_io_pct] -clock clk0 [all_outputs]
```

## design/flow/design.v

```verilog
module memory_mapped_output(
    input clk,
    input rst,
    output [6:0] seg,
    output dp,
    output [3:0] an,
    input [3:0] sw,
    input [31:0] address,
    input [31:0] write_data,
    input mem_write
    );
    wire segment_clk_out;
    wire [15:0] value;
    SegmentClockGenerator segment_clkgen(clk, segment_clk_out);
    SegmentDriver segment_driver(segment_clk_out, value, seg, dp, an);
    integer i = 0;
    reg [15:0] memory [0:15];
    always @ (posedge clk) begin
        if (rst) begin
            for (i=0; i<15; i=i+1) begin
                memory[i] <= 32'd0;
            end
        end else if (mem_write && !(|address[31:13]) && address[12] && !(|address[11:6])) begin  
            memory[(address[5:0] >> 2)] <= write_data[15:0];     
        end
    end
    assign value = memory[sw];
endmodule
`timescale 1ns / 1ps
module SegmentClockGenerator(
    input clk,
    output reg clk_out = 1'b0
    );
    reg [15:0] counter = 16'd0;
    always @ (posedge clk) begin
        counter <= counter + 1;
        if (counter == 16'd0) begin
            clk_out <= ~clk_out;
        end
    end
endmodule
`timescale 1ns / 1ps
module SegmentDriver(
    input clk_200Hz,
    input [15:0] value,
    output reg [6:0] seg,
    output dp,
    output [3:0] an
    );
    reg [4:0] number;
    reg [1:0] digits = 2'b00;
    assign an = ~(1 << digits);
    assign dp = 1'b1;
    always @ (*) begin
        case (digits)
            2'b00: number = value[3:0];
            2'b01: number = value[7:4];
            2'b10: number = value[11:8];
            2'b11: number = value[15:12];
        endcase
        case(number)
            0:seg = 7'b1000000;
            1:seg = 7'b1111001;
            2:seg = 7'b0100100;
            3:seg = 7'b0110000;
            4:seg = 7'b0011001;
            5:seg = 7'b0010010;
            6:seg = 7'b0000010;
            7:seg = 7'b1111000;
            8:seg = 7'b0000000;
            9:seg = 7'b0010000;
            default: seg = 7'b1111110;
        endcase
    end
    always @ (posedge clk_200Hz) begin
        digits <= digits + 1;
    end
endmodule
```

## design/flow/config.mk

```make
export PLATFORM = sky130hd
export DESIGN_NAME = memory_mapped_output
export DESIGN_NICKNAME = memory_mapped_output
export VERILOG_FILES = /design/flow/design.v
export SDC_FILE = /design/flow/constraint.sdc
export NUM_CORES = 4
export LEC_CHECK = 1
export CORE_UTILIZATION = 30
```

==> impl_metrics.json <==
{
  "max_slew_margin_pct": 46.3,
  "drive_above_1_share_pct": 14.1,
  "r2r-start": "segment_clkgen.counter[5]",
  "design.die.area_um2": 43900,
  "chipHeight_um": 209,
  "min-delay-start": "segment_clkgen.counter[0]",
  "overflow": 0,
  "lay_top_count": "edfxtp_1",
  "hold_path_end": "segment_clkgen.counter[0]",
  "synth_cell_types": 60,
  "async_reset_ff_share_pct": 0,
  "dieWidth_um": 209,
  "slowest_delay_ns": 0.53,
  "p_leak_nw": 5.25,
  "critPathCaptureType": "primary output",
  "period_used_pct": 83.0,
  "syn_area_um2": 12900,
  "yosys_area_um2": 12900,
  "cts_buffers": 28,
  "clkTransAtPathRegs_ns": 0.06,
  "whs_path_depth": 1,
  "finalCriticalPeriod_ns": 6.56,
  "drt-total-wl_um": 31200,
  "final_hold_viol_count": 0,
  "outcome": "finished clean",
  "ys_seq_share_pct": 62.6,
  "routedWlPerCell_um": 20.6,
  "grt_pass1_wl_um": 47500,
  "setup_viol": 0,
  "postCtsSetupRepairBufs": 0,
  "num_vias": 7411,
  "total_power_mw": 3.19,
  "slew_violations": 0,
  "cp_slowest_cell": "mux4_2",
  "cp_num_buf_inv": 4,
  "syn_avg_cell_area_um2": 14.3,
  "viasPerCell": 4.88,
  "ys_cells": 901,
  "r2r_cells": 7,
  "r2r_slack_ns": 6.33,
  "ys_ff": 275,
  "warnings": 50,
  "dr.pass1.iters": 4,
  "critPathTopFamily": "buffers and inverters",
  "setup.worst_path.start_class": "input pin",
  "cts_root_buf": "clkbuf_16",
  "untimed_endpoints": 6,
  "syn2layout_area_growth_pct": 16.3,
  "critPathMaxFanout": 21,
  "yosys_most_used_dff": "edfxtp_1",
  "cp_data_required_time_ns": 6.32,
  "cts_tree": "done",
  "grt_pass1_vias": 7706,
  "clk_latency_ns": 0.53,
  "core-area_um2": 42200,
  "cts_max_path_buffers": 3,
  "final_util_pct": 35.6,
  "drv_cap": 0,
  "tightestPinTransition_ns": 0.805,
  "layout_top_cells": "edfxtp_1, and2_1, clkdlybuf4s50_1",
  "critPathKind": "input pin to primary output",
  "grt_max_degree": 35,
  "cp.arrival_ns": 4.98,
  "hp-class": "flop to flop",
  "fp_util_pct": 30.6,
  "netlist_instances": 901,
  "ir_drop_uv": 173,
  "io_pins": 83,
  "post-dp-hpwl_um": 19500,
  "antenna_found_initial": 1,
  "ys_warn_count": 3,
  "port_buffers": 63,
  "clock_skew_ns": 0.00144,
  "grt.total_usage_pct": 15.4,
  "htree_levels": 1,
  "drt_first_iter_violations": 457,
  "edf_count": 257,
  "path_common_cell": "buf_4",
  "power_density_nw_per_um2": 212,
  "gp_congestion": 0.853,
  "timing.setup.tns_ns": 0,
  "drc": 0,
  "ant_nets": 0,
  "num_rows": 75,
  "rsz0062_at_grt": "false",
  "unclocked_pins": 2,
  "ctsResizeCount": 0,
  "worst_r2r_endpoint": "segment_clkgen.counter[15]",
  "clock.fmax_ghz": 0.152,
  "cts.hold.buffers_added": 0,
  "crit_chain": "buf_4 > buf_4 > mux4_2 > nor3b_1 > a21oi_1 > nand4_1 > a21oi_4 > inv_1 > ha_1 > nor2_1 > a211o_1 > clkdlybuf4s50_1"
}
[cell usage after synthesis (5+ instances only)]
cell type  instances  share of area, %
o21ai_0            5              0.19
nor2_1            28              0.81
and2_1           242                12
nor4_1             9              0.44
mux2i_1           41               3.2
ha_1              10              0.97
inv_1             16              0.47
buf_2             10              0.39
or2_2             16              0.78
mux4_1             9               1.8
clkbuf_1          38               1.1
mux4_2            37               6.5
buf_6              6              0.52
nand3_1           13              0.50
edfxtp_1         257                60
nand2_1           22              0.64
nor3_1             7              0.27
nand2b_1           8              0.39
a21oi_1           11              0.43
mux2_2             5              0.44
dfxtp_1           18               2.8
xnor2_1           10              0.68
a22oi_1            5              0.29
nor2b_1            5              0.24
nand4_1            5              0.24
buf_4              5              0.29
[worst register-to-register path, delay by kind of cell, from the launching register on]
kind	cells	cell delay (ns)
simple gates	6	0.92
flops	1	0.40
xor+xnor	1	0.13
[through the flow]
stage | hold slack [ns] | instance area [um2] | setup WS (ns) | instances
6_report | 0.454 | 15000 | 1.34 | 1520
5_1_grt | 0.474 | 15000 | 1.09 | 1519
4_1_cts | 0.459 | 15000 | 1.28 | 1518
3_5_place_dp | 0.439 | 14100 | 1.28 | 1466
3_3_place_gp | 0.427 | 14100 | 1.28 | 1466
2_1_floorplan | 0.412 | 12900 | 2.52 | 901
[per-layer routing]
layer | vias up | share of wire [%] | wire length, um | GRT usage (%)
met2 | 314 | 49 | 15300 | 24.6
met4 | 0 | 1.7 | 529 | 2.52
met1 | 3626 | 39 | 12300 | 20.5
met5 | - | 0 | 0 | 0
met3 | 40 | 10 | 3120 | 6.92
li1 | 3431 | - | - | -
[state kept, by name (all words and copies together), names as in the netlist]
name / flops
memory: 256
segment_clkgen.counter: 16
segment_driver.digits: 2
segment_clkgen.clk_out: 1
[where the power goes]
group	total (mW)	leakage (nW)	switching [mW]	internal [mW]
clock	1.29	0.456	0.528	0.761
sequential	1.65	2.58	0.0147	1.64
combinational	0.244	2.22	0.134	0.110
[cell type report]
class / instances / area (um2)
antenna: 2 / 5.00
fill: 3923 / 27200
sequential: 275 / 8080
tap: 539 / 674
clock buffer: 41 / 832
multi-input combinational: 548 / 4460
clock inverter: 11 / 80.1
timing repair buffer: 87 / 823
inverter: 17 / 63.8
[cells by family (layout without fill, tap and decap cells)]
logic type | Yosys count | count (layout) | synth area share [%]
adders and majority gates | 10 | 10 | 0.969
and+or+nand+nor | 374 | 374 | 17.1
muxes | 92 | 92 | 11.9
AOI/OAI and AO/OA | 57 | 57 | 3.35
xor gates and xnor gates | 14 | 14 | 0.950
other | 1 | 3 | 0.0290
buffers and inverters | 78 | 156 | 3.11
DFF | 275 | 275 | 62.6
[how the worst max path moves through the flow]
stage,from,end,slack [ns],depth (start not counted)
6_report,sw[0],seg[3],1.34,12
5_1_grt,sw[0],seg[0],1.09,12
4_1_cts,sw[0],seg[0],1.28,12
Power is estimated from default activity; no workload was simulated.
